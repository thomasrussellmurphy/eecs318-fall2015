## /design/flow/run.sh

```bash
#!/bin/bash
# OpenROAD 26Q1-2900-gdf79404cd8, Yosys 0.63+post, stock flow scripts
make -C /OpenROAD-flow-scripts/flow DESIGN_CONFIG=/design/flow/config.mk WORK_HOME=/design/flow/orfs finish
```

## /design/flow/config.mk

```make
export PLATFORM = sky130hd
export DESIGN_NAME = tx_fifo
export DESIGN_NICKNAME = tx_fifo
export VERILOG_FILES = /design/flow/design.v
export SDC_FILE = /design/flow/constraint.sdc
export NUM_CORES = 4
export LEC_CHECK = 1
export CORE_AREA = 10 10 113 113
export DIE_AREA = 0 0 123 123
```

## /design/flow/constraint.sdc

```tcl
current_design tx_fifo

set clk_period 2.9
set clk_io_pct 0.2

create_clock -name clk0 -period $clk_period [get_ports {PCLK}]

set non_clock_inputs [all_inputs -no_clocks]
set_input_delay [expr $clk_period * $clk_io_pct] -clock clk0 $non_clock_inputs
set_output_delay [expr $clk_period * $clk_io_pct] -clock clk0 [all_outputs]
```

## /design/flow/design.v

```verilog
`timescale 1 ns / 10 ps
module tx_fifo
       (
         input PCLK,
         input CLEAR_B, PSEL, PWRITE,
         input [ 7: 0 ] PWDATA,
         input NextWord,
         output ValidWord, IsEmpty,
         output [ 7: 0 ] TxData,
         output SSPTXINTR
       );
reg [ 7: 0 ] memory [ 3: 0 ];
integer i;
reg [ 1: 0 ] FIFO_head, FIFO_tail;
reg FIFO_full, FIFO_empty;
assign SSPTXINTR = FIFO_full;
assign IsEmpty = FIFO_empty;
assign ValidWord = ~FIFO_empty;
wire FIFO_almost_full = ( FIFO_head == FIFO_tail + 2'b1 );
wire FIFO_almost_empty = ( FIFO_head + 2'b1 == FIFO_tail );
wire P_writing = PSEL && PWRITE;
assign TxData = memory[ FIFO_head ];
always @( posedge PCLK ) begin
  if ( ~CLEAR_B )
  begin
    FIFO_head <= 2'b0;
    FIFO_tail <= 2'b0;
    FIFO_full <= 1'b0;
    FIFO_empty <= 1'b1;
    for ( i = 0; i < 4; i = i + 1 )
    begin
      memory[ i ] <= 8'b0;
    end
  end else
  begin
    if ( NextWord && P_writing )
    begin
      FIFO_head <= FIFO_head + 2'b1;
      FIFO_tail <= FIFO_tail + 2'b1;
      FIFO_full <= FIFO_full;
      FIFO_empty <= FIFO_empty;
      memory[ FIFO_tail ] <= PWDATA;
    end else if ( NextWord )
    begin
      FIFO_head <= FIFO_head + 2'b1;
      FIFO_tail <= FIFO_tail;
      FIFO_full <= 1'b0;
      FIFO_empty <= FIFO_almost_empty;
    end else if ( P_writing )
    begin
      if ( FIFO_full )
      begin
        FIFO_head <= FIFO_head;
        FIFO_tail <= FIFO_tail;
        FIFO_full <= FIFO_full;
        FIFO_empty <= 1'b0;
      end else
      begin
        FIFO_head <= FIFO_head;
        FIFO_tail <= FIFO_tail + 2'b1;
        FIFO_full <= FIFO_almost_full;
        FIFO_empty <= 1'b0;
        memory[ FIFO_tail ] <= PWDATA;
      end
    end else
    begin
      FIFO_head <= FIFO_head;
      FIFO_tail <= FIFO_tail;
      FIFO_full <= FIFO_full;
      FIFO_empty <= FIFO_empty;
    end
  end
end
endmodule
```

==> run summary <==
run metrics: area delta synth->final 27.3%, critical path data arrival time 1.77 ns, total routing usage reported by global routing 5.35%, number of port buffers 23, summed standard-cell area reported by yosys 1910 um^2, worst-case register-to-register setup slack 1.39 ns, Mean Syn Cell Area 13.7 um^2, proportion of synthesized flip-flops having asynchronous set or reset 0%, number of max-slew violations in the final report 0, die y size 123 um, worst clock skew 0.00472 ns, count of final hold-check violations 0, Latency at later pin 0.28 ns, Cell Area, Synth 1910 um^2, DRC Markers 0, ratio of cells with drive above 1 in the final layout 14.4%, clock-pin slew on the worst setup and hold paths 0.07 ns, count of boundary I/O pins 24, number of setup violations in the final report 0, Critical Path Source Type register, top cells by area, synth edfxtp_1 (50%), mux4_2 (9.4%), dfxtp_1 (8.4%), hpwl dp 2.66 mm, ratio of final minimum period to clock period 81.1%, clock root buffer master clkbuf_8, iteration count of the initial detailed-routing pass 4, Yosys warning total 1, Maximum Capacitance Violations 0, shortest period the worst path allows 2.35 ns, setup total negative slack 0 ns, NetSw 281 uW, number of synthesized register bits 40, VDD IR-drop max 0.000258 V, Setup CP Type reg -> out, Worst Max-Slew Pin Slew 0.526 ns, worst endpoint required time 2.32 ns, CTS tree built, most popular library cell in the synthesized design by count edfxtp_1, cells after synthesis 139, Cell Type Count 33, antenna-violating nets left 0, total congestion overflow after global routing 0, number of DRC markers after the initial detailed-route iteration 44, number of CTS-inserted buffers 5, number of rows created at floorplan 37, cell internal pwr 1.11 mW, worst min-delay path category reg -> reg, die footprint 15100 um^2, worst hold slack 0.551 ns, pin count of the biggest net entering global routing 33, final RePlAce weighted congestion 0.813, number of OpenROAD warnings 26, Pwr Density 571 nW/um^2, via density per instance 3.80, horizontal die dimension 123 um, area share of the leading cell type in the synthesized netlist 50.3%, Setup Buffers After CTS 0, kind of end point of the critical path primary output, Post-CTS Resized 0, Sw Share 20.3%, maximum fanout along the worst path 8, mean routed wirelength per cell 12.7 um, number of buffers inserted for hold repair after clock tree synthesis 0, vias in the first global route 1208, first-pass GRT wire length 6.25 mm, antenna violations before repair 0, core outline area 10300 um^2, sequential fraction of the synthesis area 58.7%, via count of the routed design 1150, count of instantiated cells in the yosys netlist 139, number of buffers on the longest clock path 2, post-synth top area cell edfxtp_1, number of enable flip-flop cells 32, TritonCTS Sinks 40, WL final 3.84 mm, RSZ-0062 raised after global routing no, status completed, relative contribution of combinational cells to total power 13.8%, part of the total power dissipated in sequential elements 49.1%, antenna diode count 0, CTS H-tree depth 2, share of total power in the clock network 37.1%, most instantiated flip-flop cell in the synthesis netlist edfxtp_1, FP Core Util 18.5%, most frequent cells after synthesis edfxtp_1 (32), and3_1 (24), and2_1 (10), Slew Limit Headroom 64.8%, static leakage power 0.939 nW, Peak Freq 425 MHz
-- layout make-up --
cell class	count	area, um^2
well taps	136	170
clock buffers	5	68.8
fillers	1048	7890
multi-input cells	84	706
inverters	6	22.5
flip-flops and latches	40	1120
repair buffers	30	283
clock inverters	2	60.1
-- path summary, 6_finish.rpt --
| kind | from | end | cells after the start |
|---|---|---|---|
| hold / removal | FIFO_empty$_SDFFE_PN1P_ | FIFO_empty$_SDFFE_PN1P_ | 2 |
| hold reg to reg | FIFO_empty$_SDFFE_PN1P_ | FIFO_empty$_SDFFE_PN1P_ | 2 |
| setup / recovery | register | TxData[2] | 3 |
| setup reg to reg | FIFO_full$_SDFFE_PN0P_ | memory[0][2]$_SDFFCE_PN0P_ | 4 |
-- worst max-delay path, cell delays in order, from the launching register on --
cell	delay, ns
dfxtp_1	0.32
buf_4	0.21
mux4_2	0.54
clkdlybuf4s50_1	0.43
-- per-layer routing --
metal	wire, um	global-route usage (%)	vias up
met5	0	0	-
met4	23	0.437	0
met3	413	3.15	2
met2	1710	8.10	38
met1	1690	6.83	540
li1	-	-	570
-- power groups by stage --
stage | logic [mW] | clock network (mW) | registers, mW
after CTS | 0.196 | 0.528 | 0.682
after global routing | 0.212 | 0.555 | 0.688
final | 0.191 | 0.515 | 0.682
-- metrics by stage --
step / cell area, um^2 / setup WS (ns) / utilization, % / std cells / power [mW]
floorplan: 1910 / 0.666 / - / 139 / 0.790
global placement: 2300 / 0.438 / 22.3 / 296 / 0.887
detailed placement: 2300 / 0.388 / 22.3 / 296 / 0.890
CTS: 2430 / 0.501 / 23.5 / 303 / 1.41
global route: 2430 / 0.439 / 23.5 / 303 / 1.45
finish: 2430 / 0.549 / 23.5 / 303 / 1.39
-- placed cells by master, fill, tap and decap left out, types with 5 or more instances in the layout --
| cell type | count |
|---|---|
| edfxtp_1 | 32 |
| and3_1 | 24 |
| clkdlybuf4s50_1 | 23 |
| and2_1 | 10 |
| dfxtp_1 | 8 |
| mux4_2 | 8 |
| buf_4 | 7 |
| inv_1 | 6 |
| nand2_1 | 5 |
| nor2_1 | 5 |
| clkbuf_8 | 5 |
-- registers in the layout (all words and copies together), names as in the netlist, named ones only --
| signal | flops |
|---|---|
| FIFO_head | 2 |
| FIFO_tail | 2 |
| FIFO_full | 1 |
| FIFO_empty | 1 |
| memory | 32 |
-- cell families after synthesis --
group | Yosys count | share of synthesized area [%]
AND/OR/NAND/NOR | 56 | 18.3
flip-flops | 40 | 58.7
buffers and inverters | 15 | 4.32
AND-OR/OR-AND | 11 | 4.52
multiplexers | 11 | 11.0
XOR/XNOR | 4 | 1.84
adder cells (fa/ha/maj) | 2 | 1.31
Power figures rest on the tool's default switching activity, not on a simulated workload.
