==> design/flow/design.v <==
`timescale 1 ns / 10 ps
module ssp_tx_rx (
         input PCLK,
         input CLEAR_B,
         input SSPCLKIN, SSPFSSIN, SSPRXD,
         input [ 7: 0 ] TxData,
         input TxValidWord, TxIsEmpty,
         output TxNextWord,
         output [ 7: 0 ] RxData,
         output RxNextWord,
         output SSPCLKOUT, SSPFSSOUT, SSPTXD, SSPOE_B
       );
reg ssp_out_clk_div = 1'b0;
assign SSPCLKOUT = ssp_out_clk_div;
always @( posedge PCLK ) ssp_out_clk_div <= ssp_out_clk_div + 1'b1;
wire update_state = ( ssp_out_clk_div == 1'b0 );
wire pre_update_state = ( ssp_out_clk_div == 1'b1 );
reg [ 7: 0 ] shift_out = 8'b0;
reg TxNextWord_lcl, SSPOE_B_lcl;
reg [ 3: 0 ] tx_state, tx_next_state;
parameter
  tx_idle = 4'd0,
  tx_load = 4'd1,
  tx_shift7 = 4'd2,
  tx_shift6 = 4'd3,
  tx_shift5 = 4'd4,
  tx_shift4 = 4'd5,
  tx_shift3 = 4'd6,
  tx_shift2 = 4'd7,
  tx_shift1 = 4'd8,
  tx_shift0 = 4'd9,
  tx_shift0_load = 4'd10;
wire tx_loading = ( tx_state == tx_load ) || ( tx_state == tx_shift0_load );
assign SSPTXD = shift_out[ 7 ];
assign TxNextWord = TxNextWord_lcl;
assign SSPOE_B = SSPOE_B_lcl;
assign SSPFSSOUT = tx_loading;
always @( posedge PCLK ) begin
  if ( ~CLEAR_B )
  begin
    tx_state <= tx_idle;
  end else
  begin
    tx_state <= tx_next_state;
  end
end
always @( * ) begin
  if ( update_state )
  begin
    case ( tx_state )
      tx_idle:
        if ( ~TxIsEmpty )
        begin
          tx_next_state <= tx_load;
        end
        else
        begin
          tx_next_state <= tx_idle;
        end
      tx_load:
        tx_next_state <= tx_shift7;
      tx_shift7:
        tx_next_state <= tx_shift6;
      tx_shift6:
        tx_next_state <= tx_shift5;
      tx_shift5:
        tx_next_state <= tx_shift4;
      tx_shift4:
        tx_next_state <= tx_shift3;
      tx_shift3:
        tx_next_state <= tx_shift2;
      tx_shift2:
        tx_next_state <= tx_shift1;
      tx_shift1:
        if ( ~TxIsEmpty )
        begin
          tx_next_state <= tx_shift0_load;
        end
        else
        begin
          tx_next_state <= tx_shift0;
        end
      tx_shift0:
        tx_next_state <= tx_idle;
      tx_shift0_load:
        tx_next_state <= tx_shift7;
      default:
        tx_next_state <= tx_idle;
    endcase
  end else
  begin
    tx_next_state <= tx_state;
  end
end
always @( posedge PCLK ) begin
  if ( update_state )
  begin
    case ( tx_state )
      tx_load:
        shift_out <= TxData;
      tx_shift0_load:
        shift_out <= TxData;
      default:
        shift_out <= { shift_out[ 6: 0 ], 1'b0 };
    endcase
  end
end
always @( * ) begin
  TxNextWord_lcl <= update_state && tx_loading ;
end
always @( posedge PCLK ) begin
  if ( tx_loading && pre_update_state )
  begin
    SSPOE_B_lcl <= 1'b0;
  end else if ( ( tx_state == tx_idle ) && pre_update_state )
  begin
    SSPOE_B_lcl <= 1'b1;
  end else
  begin
    SSPOE_B_lcl <= SSPOE_B_lcl;
  end
end
reg [ 7: 0 ] shift_in = 8'b0;
reg RxNextWord_lcl;
reg SSPCLKIN_prev;
reg [ 3: 0 ] rx_state, rx_next_state;
parameter
  rx_idle = 4'd0,
  rx_shift7 = 4'd1,
  rx_shift6 = 4'd2,
  rx_shift5 = 4'd3,
  rx_shift4 = 4'd4,
  rx_shift3 = 4'd5,
  rx_shift2 = 4'd6,
  rx_shift1 = 4'd7,
  rx_shift0 = 4'd8;
assign RxData = shift_in;
assign RxNextWord = RxNextWord_lcl;
always @( posedge PCLK ) SSPCLKIN_prev <= SSPCLKIN;
wire SSPCLKIN_fall = SSPCLKIN_prev && ~SSPCLKIN;
wire SSPCLKIN_rise = ~SSPCLKIN_prev && SSPCLKIN;
always @( posedge PCLK ) begin
  if ( ~CLEAR_B )
  begin
    rx_state <= rx_idle;
  end else
  begin
    rx_state <= rx_next_state;
  end
end
always @( * ) begin
  if ( SSPCLKIN_fall )
  begin
    case ( rx_state )
      rx_idle:
        if ( SSPFSSIN )
        begin
          rx_next_state <= rx_shift7;
        end else
        begin
          rx_next_state <= rx_idle;
        end
      rx_shift7:
        rx_next_state <= rx_shift6;
      rx_shift6:
        rx_next_state <= rx_shift5;
      rx_shift5:
        rx_next_state <= rx_shift4;
      rx_shift4:
        rx_next_state <= rx_shift3;
      rx_shift3:
        rx_next_state <= rx_shift2;
      rx_shift2:
        rx_next_state <= rx_shift1;
      rx_shift1:
        rx_next_state <= rx_shift0;
      rx_shift0:
        if ( SSPFSSIN )
        begin
          rx_next_state <= rx_shift7;
        end else
        begin
          rx_next_state <= rx_idle;
        end
      default:
        rx_next_state <= rx_idle;
    endcase
  end else
  begin
    rx_next_state <= rx_state;
  end
end
always @( posedge PCLK ) begin
  if ( SSPCLKIN_fall )
  begin
    shift_in <= { shift_in[ 6: 0 ], SSPRXD };
  end else
  begin
    shift_in <= shift_in;
  end
end
always @( posedge PCLK ) begin
  if ( ( rx_state == rx_shift0 ) && SSPCLKIN_rise )
  begin
    RxNextWord_lcl <= 1'b1;
  end else
  begin
    RxNextWord_lcl <= 1'b0;
  end
end
endmodule
==> design/flow/run.sh <==
#!/bin/bash
# OpenROAD 26Q1-2900-gdf79404cd8, Yosys 0.63+post, stock flow scripts
make -C /OpenROAD-flow-scripts/flow DESIGN_CONFIG=/design/flow/config.mk WORK_HOME=/design/flow/orfs finish
==> design/flow/config.mk <==
export PLATFORM = sky130hd
export DESIGN_NAME = ssp_tx_rx
export DESIGN_NICKNAME = ssp_tx_rx
export VERILOG_FILES = /design/flow/design.v
export SDC_FILE = /design/flow/constraint.sdc
export NUM_CORES = 4
export LEC_CHECK = 1
export CORE_AREA = 10 10 101 101
export DIE_AREA = 0 0 111 111
==> design/flow/constraint.sdc <==
current_design ssp_tx_rx

set clk_period 2.9
set clk_io_pct 0.2

create_clock -name clk0 -period $clk_period [get_ports {PCLK}]

set non_clock_inputs [all_inputs -no_clocks]
set_input_delay [expr $clk_period * $clk_io_pct] -clock clk0 $non_clock_inputs
set_output_delay [expr $clk_period * $clk_io_pct] -clock clk0 [all_outputs]
==> reports/qor.yml <==
endpoint_kind: "primary output"
crit_required_ns: 2.32
maxClockFrequency_mhz: 499
number_of_synthesis_warnings: 1
top_level_ports: 29
post_cts.repair.setup_buffers: 0
coreArea_sq_um: 8130
global_route.usage.total_pct: 3.70
dpl.cell_count: 245
hold_viol: 0
setup_viol_count_final: 0
worstPathBufferInverterCount: 1
number_of_cells_in_the_yosys_synthesis_report: 118
first_pass_grt_wire_length_microns: 3990
critical-path-top-delay-family: "buffers and inverters"
timing_worst_setup_path_type: "reg2out"
post_synth_most_frequent_cells: "sky130_fd_sc_hd__dfxtp_1, sky130_fd_sc_hd__nand2_1, sky130_fd_sc_hd__edfxtp_1, sky130_fd_sc_hd__nor2b_1"
gr-total-overflow: 0
vias: 880
top_cell_type_s_share_of_synthesized_area_pct: 32.3
detailedRoute.firstPassIterationCount: 3
postRouteWirelength_microns: 2350
seq_area_frac_synth_pct: 64.6
cts_root_buf: "sky130_fd_sc_hd__clkbuf_8"
routed_wire_length_per_instance_microns: 9.32
run_status: "finished clean"
area_growth_syn_to_layout_pct: 29.1
dr.first_iter.drc_count: 38
gp_routability_congestion: 0.699
yosys.area.top_type: "sky130_fd_sc_hd__dfxtp_1"
syn_area_sq_um: 1490
grt_start_max_net_pins: 22
min_period_ns: 2.00
p_leak_nw: 0.635
total_die_size_sq_um: 12300
initial_utilization_pct: 18.3
post_synth.cell_area_avg_sq_um: 12.6
cts.clk_slew.worst_paths_ns: 0.07
maxSlewViolCount: 0
synthTopCellsByArea: "sky130_fd_sc_hd__dfxtp_1, sky130_fd_sc_hd__edfxtp_1, sky130_fd_sc_hd__mux2_2"
route.detailed.drc: 0
avgViaCountPerCell: 3.49
share_comb_of_total_power_pct: 5.8
timing_worst_slew_pin_value_ns: 0.629
power.share.switching_pct: 19.7
tns_ns: 0
power-per-cell-area_nw_per_um2: 515
synth.lib_cells_used.distinct: 28
path_cells: "nor2_4 > nor2_1 > clkdlybuf4s50_1"
synth-seq-cells: 40
io_buffers: 27
syn-instance-count: 118
dominantRegCellSynth: "sky130_fd_sc_hd__dfxtp_1"
fp.dieW_microns: 111
cts_repair_resize_count: 0
power.internal_uw: 794
cts-hold-fix-buffers: 0
max_ir_drop_vdd_uv: 165
seq_pwr_share_pct: 60.5
warnings: 26
clock_sinks: 40
synth-async-reset-ratio_pct: 0
synth-edff-count: 16
die-height_microns: 111
regToRegSetupSlack_ns: 1.69
finalClockPeriodUsage_pct: 69.0
timing.clock.skew_ns: 0.00225
worst_slew_margin_rel_pct: 57.9
fraction_of_final_layout_cells_with_drive_strength_greater_than_1_pct: 13.6
post-synth-top-count-cell: "sky130_fd_sc_hd__dfxtp_1"
final.setup.worst_slack_ns: 0.898
placed_wire_length_estimate_after_detailed_placement_microns: 1670
post-place-ws_ns: 1.06
power_frac_clock_pct: 33.7
final-instance-count-excl-fill: 252
antenna_left: 0
h-tree-depth: 2
final_util_pct: 23.6
grt_antenna_before_repair: 0
cap_viol_max_count: 0
min-delay-path-class: "reg2reg"
yosys_area_sq_um: 1490
first_global_vias: 851
placement_rows: 33
critPathSlowestCell: "sky130_fd_sc_hd__clkdlybuf4s50_1"
max_stage_delay_ns: 0.44
worst_path_maximum_fanout: 9
hold-worst-slack_ns: 0.447
diodes: 0
worstSkewPairLatency_ns: 0.28
data_arrival_time_of_the_critical_path_ns: 1.42
grt_setup_unrepaired: "no"
cts_buffer_depth: 2
worst_setup_path_start_kind: "flip-flop"
cts_buffers: 5
p_sw_uw: 195
tritoncts: "yes"
==> worst reg2reg max path: stages (launching register included) <==
cell                      delay, ns
sky130_fd_sc_hd__dfxtp_1       0.34
sky130_fd_sc_hd__nor2_4        0.26
sky130_fd_sc_hd__mux2_2        0.37
==> layout make-up <==
type | count | area (sq um)
fillers | 843 | 6210
flip-flops and latches | 40 | 961
multi-input cells | 69 | 459
repair buffers | 28 | 278
well taps | 105 | 131
clock buffers | 6 | 72.6
inverters | 3 | 13.8
clock inverters | 1 | 5.00
==> per-stage QoR <==
step	power, mW	cell area (sq um)
2_1_floorplan	0.639	1490
3_3_place_gp	0.669	1840
3_5_place_dp	0.670	1840
4_1_cts	1.01	1920
5_1_grt	1.04	1920
6_report	0.989	1920
==> cell usage in the layout (no fill, tap or decap) <==
master / count
sky130_fd_sc_hd__nand3_1: 2
sky130_fd_sc_hd__clkdlybuf4s50_1: 27
sky130_fd_sc_hd__nor2b_1: 8
sky130_fd_sc_hd__and2_2: 1
sky130_fd_sc_hd__o21ai_2: 1
sky130_fd_sc_hd__o21a_1: 1
sky130_fd_sc_hd__and2_1: 3
sky130_fd_sc_hd__inv_4: 1
sky130_fd_sc_hd__nor2_1: 3
sky130_fd_sc_hd__edfxtp_1: 16
sky130_fd_sc_hd__clkinv_2: 1
sky130_fd_sc_hd__nand2_1: 19
sky130_fd_sc_hd__a21oi_1: 3
sky130_fd_sc_hd__a21oi_2: 1
sky130_fd_sc_hd__mux2i_1: 6
sky130_fd_sc_hd__o21ai_0: 2
sky130_fd_sc_hd__inv_1: 2
sky130_fd_sc_hd__buf_4: 1
sky130_fd_sc_hd__clkbuf_1: 1
sky130_fd_sc_hd__mux2_2: 7
sky130_fd_sc_hd__nand2b_4: 1
sky130_fd_sc_hd__nor3b_1: 1
sky130_fd_sc_hd__a22oi_1: 1
sky130_fd_sc_hd__dfxtp_1: 24
sky130_fd_sc_hd__nor2_4: 1
sky130_fd_sc_hd__a21boi_1: 7
sky130_fd_sc_hd__o2111ai_1: 1
sky130_fd_sc_hd__clkbuf_8: 5
==> power groups by stage <==
stage,clock [mW],sequential [mW],combinational [mW]
6_report,0.333,0.599,0.0570
5_1_grt,0.372,0.600,0.0634
4_1_cts,0.355,0.598,0.0589
==> flip-flops by register name, summed over array words and instances (netlist names) <==
register,cells
RxNextWord_lcl,1
SSPCLKIN_prev,1
SSPOE_B_lcl,1
rx_state,9
shift_in,8
shift_out,8
ssp_out_clk_div,1
tx_state,11
==> cells by family after synthesis <==
kind of cell	synth area share (%)
compound gates	7.99
simple gates	13.5
buf+inv	4.54
flops	64.6
mux	9.34
==> worst paths after layout <==
kind                             startpoint            to  depth (start not counted)
worst max-delay path            tx_state[4]    TxNextWord                          3
worst min-delay path            rx_state[2]   rx_state[6]                          2
worst max register to register  tx_state[4]  shift_out[3]                          2
worst min register to register  rx_state[2]   rx_state[6]                          2
==> metal layers <==
layer	vias up	track usage (%)	wire, microns
met4	0	1.13	89
met5	-	0	0
met1	407	4.68	1050
li1	456	-	-
met3	5	1.09	96
met2	12	5.97	1110
Power figures rest on the tool's default switching activity, not on a simulated workload.
