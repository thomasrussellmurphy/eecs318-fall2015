File: flow/config.mk
export PLATFORM = sky130hd
export DESIGN_NAME = rx_fifo
export DESIGN_NICKNAME = rx_fifo
export VERILOG_FILES = /design/flow/design.v
export SDC_FILE = /design/flow/constraint.sdc
export NUM_CORES = 4
export LEC_CHECK = 1
export CORE_UTILIZATION = 30
File: flow/constraint.sdc
current_design rx_fifo

set clk_period 2.8
set clk_io_pct 0.2

create_clock -name clk0 -period $clk_period [get_ports {PCLK}]

set non_clock_inputs [all_inputs -no_clocks]
set_input_delay [expr $clk_period * $clk_io_pct] -clock clk0 $non_clock_inputs
set_output_delay [expr $clk_period * $clk_io_pct] -clock clk0 [all_outputs]
File: flow/design.v
`timescale 1 ns / 10 ps
module rx_fifo
       (
         input PCLK,
         input CLEAR_B, PSEL, PWRITE,
         input [ 7: 0 ] RxData,
         input NextWord,
         output [ 7: 0 ] PRDATA,
         output SSPRXINTR
       );
reg [ 7: 0 ] memory [ 3: 0 ];
integer i;
reg [ 1: 0 ] FIFO_head, FIFO_tail;
reg FIFO_full;
assign SSPRXINTR = FIFO_full;
wire FIFO_almost_full = ( FIFO_head == FIFO_tail + 2'b1 );
wire FIFO_almost_empty = ( FIFO_head + 2'b1 == FIFO_tail );
wire P_reading = PSEL && ~PWRITE;
assign PRDATA = memory[ FIFO_head ];
always @( posedge PCLK ) begin
  if ( ~CLEAR_B )
  begin
    FIFO_head <= 2'b0;
    FIFO_tail <= 2'b0;
    FIFO_full <= 1'b0;
    for ( i = 0; i < 4; i = i + 1 )
    begin
      memory[ i ] <= 8'b0;
    end
  end else
  begin
    if ( P_reading && NextWord )
    begin
      FIFO_head <= FIFO_head + 2'b1;
      FIFO_tail <= FIFO_tail + 2'b1;
      FIFO_full <= FIFO_full;
      memory[ FIFO_tail ] <= RxData;
    end else if ( P_reading )
    begin
      FIFO_head <= FIFO_head + 2'b1;
      FIFO_tail <= FIFO_tail;
      FIFO_full <= 1'b0;
    end else if ( NextWord )
    begin
      if ( FIFO_full )
      begin
        FIFO_head <= FIFO_head;
        FIFO_tail <= FIFO_tail;
        FIFO_full <= FIFO_full;
      end else
      begin
        FIFO_head <= FIFO_head;
        FIFO_tail <= FIFO_tail + 2'b1;
        FIFO_full <= FIFO_almost_full;
        memory[ FIFO_tail ] <= RxData;
      end
    end else
    begin
      FIFO_head <= FIFO_head;
      FIFO_tail <= FIFO_tail;
      FIFO_full <= FIFO_full;
    end
  end
end
endmodule
File: flow/run.sh
#!/bin/bash
# OpenROAD 26Q1-2900-gdf79404cd8, Yosys 0.63+post, stock flow scripts
make -C /OpenROAD-flow-scripts/flow DESIGN_CONFIG=/design/flow/config.mk WORK_HOME=/design/flow/orfs finish
==> flow_metrics.env <==
# yosys + openroad results
export IMPL_initialDrtViolationCount=51
export IMPL_cap_violations=0
export IMPL_cts_tree="built"
export IMPL_synth_flops=39
export IMPL_path_cells="buf_4 -> mux4_2 -> clkdlybuf4s50_1"
export IMPL_outcome="finished clean"
export IMPL_htree_levels=2
export IMPL_grt_pass1_wl_mm=5.13
export IMPL_dieArea_sq_um=6140
export IMPL_path_max_fanout=8
export IMPL_lay_top_count="edfxtp_1"
export IMPL_top_area_cell="edfxtp_1"
export IMPL_die_width_um=78.4
export IMPL_power_density_nw_per_um2=565
export IMPL_num_rows=27
export IMPL_grt_overflow=0
export IMPL_io_buffers=21
export IMPL_synthArstFlopShare_pct=0
export IMPL_worst_setup_path_end_kind="output pin"
export IMPL_fmax_mhz=431
export IMPL_cts_resized=0
export IMPL_relSlewSlack_pct=65.2
export IMPL_placed_cells=211
export IMPL_fin_setup_tns_ns=0
export IMPL_leakagePower_nw=0.787
export IMPL_syn_area_sq_um=1750
export IMPL_cts_setup_buffers=0
export IMPL_ys_warnings_count=1
export IMPL_fin_area_sq_um=2160
export IMPL_power_mw=1.22
export IMPL_finClkSkew_ns=0.00292
export IMPL_clkSlewWorstSetupHoldPaths_ns=0.07
export IMPL_ys_cells=116
export IMPL_warnings=25
export IMPL_slew_viol_final=0
export IMPL_crit_type="reg -> out"
export IMPL_ys_chip_area_sq_um=1750
export IMPL_tightest_slew_ns=0.520
export IMPL_fillers=524
export IMPL_arrival_ns=1.76
export IMPL_grt_max_degree=13
export IMPL_die_h_um=78.4
export IMPL_setup_violations=0
export IMPL_placed_cell_area_sq_um=2070
export IMPL_drc=0
export IMPL_synth_edff_count=32
export IMPL_drtPass1Iterations=4
export IMPL_antenna_left=0
export IMPL_area_growth_synth_to_final_pct=23.4
export IMPL_required_ns=2.24
export IMPL_dp_hpwl_mm=2.16
export IMPL_syn_avg_cell_area_sq_um=15.1
export IMPL_ys_seq_share_pct=62.9
export IMPL_grt_pass1_vias=1048
export IMPL_synthTopCellsByArea="edfxtp_1 55%, mux4_2 10%, and2_1 8.6%"
export IMPL_cts_made_buffers=5
export IMPL_clock_sinks=39
export IMPL_finalHoldViolations=0
export IMPL_core_sq_um=5570
export IMPL_hold_buffers=0
export IMPL_pin_count=22
export IMPL_drive_above_1_share_pct=23.1
export IMPL_utilization_pct=38.7
export IMPL_wl_met2_mm=1.51
export IMPL_grt_usage_pct=11.9
export IMPL_antenna_found_initial=0
export IMPL_wl_per_cell_um=14.5
export IMPL_start_kind="flip-flop"
export IMPL_vias=991
export IMPL_cts_root_buf="clkbuf_8"
export IMPL_clk_insertion_delay_late_ns=0.29
export IMPL_slowest_delay_ns=0.53
export IMPL_wl_met3_um=235
export IMPL_top_layer="met4"
export IMPL_n_antenna_cell=0
export IMPL_critPathSlowestCell="mux4_2"
export IMPL_top_cell_area_share_pct=54.9
export IMPL_ir_drop_uv=295
export IMPL_finalCritPeriodShare_pct=82.9
export IMPL_routed_via_density=4.53
export IMPL_synthCells=116
export IMPL_wl_met1_mm=1.40
export IMPL_place_congestion=0.784
export IMPL_yosys_cell_types_count=26
export IMPL_logic_area_sq_um=609
export IMPL_hold_class="reg -> reg"
export IMPL_rsz0062_at_grt="no"
export IMPL_drt_total_wl_mm=3.18
export IMPL_fp_util_pct=31.4
export IMPL_period_needed_ns=2.32
export IMPL_synth_main_ff_cell="edfxtp_1"
export IMPL_clk_path_buf_depth=2
export IMPL_final_cells=219
export IMPL_lay_top_cells="32 x edfxtp_1, 24 x and2_1, 21 x clkdlybuf4s50_1"
export IMPL_seqCellArea_sq_um=1100
## cell families after synthesis
family / share of synthesized area [%]
flip-flops: 62.9
AND-OR/OR-AND: 3.86
XOR/XNOR: 2.00
multiplexers: 10.9
AND/OR/NAND/NOR: 18.1
buffers and inverters: 2.29
## final timing paths
kind	start	end	slack (ns)	cells past startpoint
min reg2reg	FIFO_full	FIFO_full	0.56	2
min	FIFO_full	FIFO_full	0.56	2
max reg2reg	FIFO_full	memory[1][0]	1.26	4
max	flip-flop	PRDATA[2]	0.48	3
## cell type report
| type | instances | area share, % |
|---|---|---|
| Inverter | 5 | 0.869 |
| Timing Repair Buffer | 27 | 11.8 |
| Sequential cell | 39 | 51.0 |
| Clock buffer | 6 | 3.36 |
| Clock inverter | 2 | 0.579 |
| Multi-Input combinational cell | 68 | 28.2 |
| Tap cell | 72 | 4.17 |
## cell usage after synthesis (2+ instances only)
| cell | count |
|---|---|
| edfxtp_1 | 32 |
| and2_1 | 24 |
| and2_2 | 8 |
| mux4_2 | 8 |
| dfxtp_1 | 7 |
| nor2_1 | 6 |
| inv_1 | 4 |
| o21ai_0 | 3 |
| xnor2_1 | 3 |
| a21oi_1 | 2 |
| buf_2 | 2 |
| nand2b_1 | 2 |
| o31ai_1 | 2 |
## flip-flops by register name, indices dropped and copies added, names as in the netlist, named ones only
register,count
FIFO_full,1
FIFO_head,2
memory,32
FIFO_tail,2
## per-layer routing
| metal | vias to the layer above | track usage (%) |
|---|---|---|
| li1 | 473 | - |
| met1 | 478 | 15.8 |
| met2 | 35 | 19.1 |
| met3 | 5 | 5.43 |
| met4 | 0 | 1.30 |
| met5 | - | 0 |
## per-stage QoR
step | setup slack, ns | hold slack [ns]
2_1_floorplan | 0.623 | 0.496
3_3_place_gp | 0.477 | 0.543
3_5_place_dp | 0.422 | 0.540
4_1_cts | 0.462 | 0.559
5_1_grt | 0.354 | 0.595
6_report | 0.479 | 0.557
## power by group
part / total, mW / internal [mW] / switching (mW) / leakage, nW
Clock: 0.359 / 0.174 / 0.185 / 0.0412
Sequential: 0.696 / 0.673 / 0.0230 / 0.393
Combinational: 0.164 / 0.101 / 0.0632 / 0.353
## critical path, delay by kind of cell (launching register included)
kind	cells	cell delay [ns]
buffers and inverters	2	0.63
flip-flops	1	0.31
multiplexers	1	0.53
Power figures rest on the tool's default switching activity, not on a simulated workload.
